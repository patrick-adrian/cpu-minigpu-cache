==> /design/flow/design.v <==
package cpu_defs_pkg;
  typedef logic [31:0] instr_t;
  typedef logic [31:0] data_t;
  typedef logic [31:0] addr_t;
  localparam logic [3:0] OP_NOP   = 4'h0;
  localparam logic [3:0] OP_ADD   = 4'h1;  
  localparam logic [3:0] OP_ADDI  = 4'h2;  
  localparam logic [3:0] OP_LOAD  = 4'h3;  
  localparam logic [3:0] OP_STORE = 4'h4;  
  localparam logic [3:0] OP_HALT  = 4'hF;  
endpackage : cpu_defs_pkg
package cache_config_pkg;
  parameter int ADDR_WIDTH = 32;
  parameter int DATA_WIDTH = 32;
  parameter int LINE_WORDS = 1;  
  parameter int NUM_SETS = 64;
  parameter int ASSOC = 4;  
endpackage : cache_config_pkg
`timescale 1ns/1ps
module warp_scheduler #(
  parameter int LANES = 4
)(
  input  logic              clk,
  input  logic              rst_n,
  input  logic              start,
  input  logic [31:0]       kernel_id,
  input  logic [31:0]       work_items,
  output logic              busy,
  output logic              done,
  output logic              issue_valid,
  output logic [31:0]       issue_addr,
  output logic              issue_is_write,
  output logic [31:0]       issue_wdata,
  output logic [3:0]        issue_wstrb,
  input  logic              issue_ready,
  output logic [31:0]      completed_items
);
  typedef enum logic [1:0] {IDLE, ISSUING, WAIT_DONE} st_t;
  st_t state, next_state;
  logic [31:0] counter;
  logic [31:0] issued_count;
  always_ff @(posedge clk or negedge rst_n) begin
    if (!rst_n) begin
      state <= IDLE;
      counter <= 0;
      issued_count <= 0;
      completed_items <= 0;
    end else begin
      case (state)
        IDLE: begin
          if (start) begin
            state <= ISSUING;
            counter <= 0;
            issued_count <= 0;
            completed_items <= 0;
          end
        end
        ISSUING: begin
          if (counter < work_items) begin
            if (issue_ready) begin
              issued_count <= issued_count + 1;
              counter <= counter + 1;
            end
          end else begin
            state <= WAIT_DONE;
          end
        end
        WAIT_DONE: begin
          if (issued_count == work_items) begin
            completed_items <= issued_count;
            state <= IDLE;
          end
        end
      endcase
    end
  end
  assign issue_valid = (state == ISSUING) && (counter < work_items);
  assign issue_addr  = 32'h8000_0000 + counter*4;  
  assign issue_is_write = 1'b0;  
  assign issue_wdata = 32'h0;
  assign issue_wstrb = 4'hF;
  assign busy = (state != IDLE);
  assign done = (state == IDLE && completed_items == work_items);
endmodule
==> /design/flow/run.sh <==
#!/bin/bash
# OpenROAD 26Q1-2900-gdf79404cd8, Yosys 0.63+post, stock flow scripts
make -C /OpenROAD-flow-scripts/flow DESIGN_CONFIG=/design/flow/config.mk WORK_HOME=/design/flow/orfs finish
==> /design/flow/config.mk <==
export PLATFORM = sky130hd
export DESIGN_NAME = warp_scheduler
export DESIGN_NICKNAME = warp_scheduler
export VERILOG_FILES = /design/flow/design.v
export SDC_FILE = /design/flow/constraint.sdc
export NUM_CORES = 4
export LEC_CHECK = 1
export CORE_UTILIZATION = 50
==> /design/flow/constraint.sdc <==
current_design warp_scheduler

set clk_period 7.6
set clk_io_pct 0.2

create_clock -name clk0 -period $clk_period [get_ports {clk}]

set non_clock_inputs [all_inputs -no_clocks]
set_input_delay [expr $clk_period * $clk_io_pct] -clock clk0 $non_clock_inputs
set_output_delay [expr $clk_period * $clk_io_pct] -clock clk0 [all_outputs]
==> results.cfg <==
; yosys + openroad results
[routing]
drt_iter0_markers = 502
detail-route-antenna-nets = 0
vias = 6245
drc = 0
drt-pass1-iter-count = 6
wl_per_cell_um = 20.4
drt_wl_total_mm = 21.0
antenna_cells = 0
via_per_inst = 6.07

[timing]
finClkSkew_ps = 10.1
setup_tns_ps = 0
rsz0062_at_grt = false
worst_pin_slew_ps = 870
setup_viol = 0
min_period_ps = 5910
hold_viol_final = 0
maxSlewHeadroom_pct = 42.0
fmax_mhz = 169
fin_crit_sh_pct = 77.7
slew_viol_final = 0

[cts]
clk_pin_slew_worst_paths_ps = 60
htree_levels = 3
numCtsBuffers = 9
cts_tree = yes
post_cts_buffers = 0
hold_buffers = 0
cts_root_buffer = clkbuf_16
worstSkewPairLatency_ps = 360
cts-resized-gates = 0
cts.sinks = 98
cts_buffer_depth = 2

[synth]
area_leaders = dfrtp_1 35%, buf_4 7.6%, xnor2_1 7.4%
yosysSeqAreaShare_pct = 34.6
edf_count = 0
synth-cells-yosys = 795
yosysUniqueCellTypes = 62
synth_area_um2 = 7080
top_area_cell = dfrtp_1
synth.avg_cell_area_um2 = 8.90
yosys-stat-area_um2 = 7080
async_flop_share_pct = 100
numSynthFlops = 98
yosysWarnings = 1
synthFlopType = dfrtp_1
top_area_share_pct = 34.6
synthCells = 795

[flow_run]
drv_cap = 0
warnings = 61

[hold_path]
worst_hold_startpoint = counter[29]$_DFFE_PN0P_
hold_depth = 1
whs_endpoint = counter[29]$_DFFE_PN0P_
hold_class = flip-flop to flip-flop

[layout]
final_core_util_pct = 59.0
stdcell_area_um2 = 8160
lay_top_cells = 99 x clkdlybuf4s50_1, 98 x dfrtp_1, 75 x a31oi_1, 67 x nand2_1, 60 x xnor2_1
fill_cells = 1173
area_growth_syn_to_layout_pct = 15.3
drive_above_1_share_pct = 4.71
lay_top_count = clkdlybuf4s50_1

[worst_setup_path]
reg2reg_from = counter[17]$_DFFE_PN0P_
cpPeakStageDelay_ps = 560
reg2reg_to = counter[25]$_DFFE_PN0P_
r2r_cells = 9
critPathSlowestCell = clkdlybuf4s50_1
rrSetupSlack_ps = 4000
end_kind = output pin
worst-path-buf-inv = 3
cp.arrival_ps = 4390
cp_top_family = AND-OR/OR-AND gates
crit_fanout = 4
cp_cell_sequence = clkdlybuf4s50_1, inv_1, ha_1, a211oi_1, o21ai_0, a41oi_1, o21ai_0, a21boi_1, clkdlybuf4s50_1
crit_required_ps = 6080
path_class = input port to output pin
start_kind = input port

[global_routing]
grt.overflow.total = 0
grt_pass1_wl_mm = 32.4
grt_max_degree = 57
gr-usage-all-layers_pct = 30.3
antenna_found_initial = 0
grt_pass1_vias = 5542

[floorplan]
ios = 172
core_um2 = 13800
core.rowCount = 43
fp.dieW_um = 121
die_y_um = 121
die_area_um2 = 14600
initCoreUtil_pct = 51.2

[power]
leakagePower_uw = 0.00344
power_density_nw_per_um2 = 137
peakVddDrop_uv = 92.6

[placement]
post-dp-hpwl_mm = 15.0
io_buffers = 100
dpl-instance-area_um2 = 7830
gp_congestion = 0.935

[run_status]
outcome = finished clean
## cell usage after synthesis, types with 8 or more instances
library cell / n
ha_1: 37
nand2_1: 67
nor4_1: 11
nand3_1: 24
xnor2_1: 60
a22o_1: 32
a31oi_1: 75
inv_1: 58
and4_1: 9
nor2_1: 22
buf_4: 72
nand2b_1: 11
buf_2: 15
a41oi_1: 9
o21ai_0: 22
a21oi_1: 19
o21a_1: 9
nor3_1: 8
nand4_1: 25
clkbuf_1: 21
and3_1: 14
dfrtp_1: 98
## routing by layer
layer / global-route usage [%] / routed length (µm) / up-vias
met2: 42.7 / 9040 / 361
met1: 49.9 / 9490 / 2959
met3: 7.68 / 2250 / 18
met4: 2.85 / 247 / 0
li1: - / - / 2907
met5: 0 / 0 / -
## flip-flops by register name, indices dropped and copies added, names as in the netlist
name / flops
completed_items: 32
issued_count: 32
state: 2
counter: 32
## layout make-up
class                           count  area, µm²  area share (%)
Clock buffer                       11        243            2.97
Clock inverter                      5       85.1            1.04
Inverter                           58        218            2.67
Sequential cell                    98       2450            30.1
Timing Repair Buffer              110       1070            13.2
Multi-Input combinational cell    567       3860            47.3
Tap cell                          180        225            2.76
## cells by family after synthesis
group	after synthesis	share of synthesized area, %
buffers and inverters	167	12.9
and+or+nand+nor	212	16.0
other	2	0.106
AOI/OAI and AO/OA	209	21.0
adders and majority gates	37	6.54
muxes	6	0.848
xor gates and xnor gates	64	7.92
DFF	98	34.6
## worst max-delay path by stage
stage,start,to,slack (ps),cells past startpoint
CTS,work_items[2],issue_valid,1690,9
finish,work_items[2],issue_valid,1690,9
global route,work_items[2],issue_valid,1490,9
## worst reg2reg max path, stage by stage, from the launching register on
cell	delay, ps
dfrtp_1	460
ha_1	320
a21oi_1	160
o21ai_0	110
a221o_1	390
a211o_1	360
a21oi_4	330
buf_4	480
o221ai_2	410
a221o_1	460
## where the power goes
group          leakage, µW  internal, µW  total, µW  switching, µW
clock network     0.000156           300        513            214
registers          0.00129           521        521              0
logic              0.00199          35.0       81.7           46.7
## metrics by stage
stage	total power, µW	worst slack, ps	hold WS (ps)	std cells
floorplan	576	3260	471	832
global placement	613	1740	513	1013
detailed placement	613	1700	525	1013
CTS	1120	1690	534	1029
global route	1160	1490	557	1029
finish	1120	1690	535	1029
No activity file was given, so power comes from the tool's default toggle rates.

==> /design/flow/run.sh <==
#!/bin/bash
# OpenROAD 26Q1-2900-gdf79404cd8, Yosys 0.63+post, stock flow scripts
make -C /OpenROAD-flow-scripts/flow DESIGN_CONFIG=/design/flow/config.mk WORK_HOME=/design/flow/orfs finish
==> /design/flow/config.mk <==
export PLATFORM = sky130hd
export DESIGN_NAME = axi_master_bridge
export DESIGN_NICKNAME = axi_master_bridge
export VERILOG_FILES = /design/flow/design.v
export SDC_FILE = /design/flow/constraint.sdc
export NUM_CORES = 4
export LEC_CHECK = 1
export CORE_AREA = 10 10 171 171
export DIE_AREA = 0 0 181 181
==> /design/flow/constraint.sdc <==
current_design axi_master_bridge

set clk_period 3.2
set clk_io_pct 0.2

create_clock -name clk0 -period $clk_period [get_ports {clk}]

set non_clock_inputs [all_inputs -no_clocks]
set_input_delay [expr $clk_period * $clk_io_pct] -clock clk0 $non_clock_inputs
set_output_delay [expr $clk_period * $clk_io_pct] -clock clk0 [all_outputs]
==> /design/flow/design.v <==
package cpu_defs_pkg;
  typedef logic [31:0] instr_t;
  typedef logic [31:0] data_t;
  typedef logic [31:0] addr_t;
  localparam logic [3:0] OP_NOP   = 4'h0;
  localparam logic [3:0] OP_ADD   = 4'h1;  
  localparam logic [3:0] OP_ADDI  = 4'h2;  
  localparam logic [3:0] OP_LOAD  = 4'h3;  
  localparam logic [3:0] OP_STORE = 4'h4;  
  localparam logic [3:0] OP_HALT  = 4'hF;  
endpackage : cpu_defs_pkg
package cache_config_pkg;
  parameter int ADDR_WIDTH = 32;
  parameter int DATA_WIDTH = 32;
  parameter int LINE_WORDS = 1;  
  parameter int NUM_SETS = 64;
  parameter int ASSOC = 4;  
endpackage : cache_config_pkg
`timescale 1ns/1ps
module axi_master_bridge #(
  parameter ADDR_WIDTH = 32,
  parameter DATA_WIDTH = 32
)(
  input  logic                   clk,
  input  logic                   rst_n,
  input  logic                   req_valid,
  input  logic                   req_is_write,
  input  logic [ADDR_WIDTH-1:0]  req_addr,
  input  logic [DATA_WIDTH-1:0]  req_wdata,
  input  logic [DATA_WIDTH/8-1:0] req_wstrb,
  output logic                   req_ready,
  output logic [DATA_WIDTH-1:0]  resp_rdata,
  output logic                   resp_valid,
  input  logic                   resp_ready,
  output logic [ADDR_WIDTH-1:0]  m_araddr,
  output logic                   m_arvalid,
  input  logic                   m_arready,
  input  logic [DATA_WIDTH-1:0]  m_rdata,
  input  logic                   m_rvalid,
  output logic                   m_rready,
  output logic [ADDR_WIDTH-1:0]  m_awaddr,
  output logic                   m_awvalid,
  input  logic                   m_awready,
  output logic [DATA_WIDTH-1:0]  m_wdata,
  output logic [DATA_WIDTH/8-1:0] m_wstrb,
  output logic                   m_wvalid,
  input  logic                   m_wready,
  input  logic                   m_bvalid,
  output logic                   m_bready
);
  typedef enum logic [2:0] {IDLE, DO_READ, WAIT_R, DO_WRITE, WAIT_B} st_t;
  st_t state;
  logic [ADDR_WIDTH-1:0] saved_addr;
  logic [DATA_WIDTH-1:0] saved_wdata;
  logic [DATA_WIDTH/8-1:0] saved_wstrb;
  logic saved_is_write;
  assign req_ready = (state == IDLE);
  assign m_araddr = (state == DO_READ) ? saved_addr : '0;
  assign m_arvalid = (state == DO_READ);
  assign m_awaddr = (state == DO_WRITE) ? saved_addr : '0;
  assign m_awvalid = (state == DO_WRITE);
  assign m_wdata = (state == DO_WRITE) ? saved_wdata : '0;
  assign m_wstrb = (state == DO_WRITE) ? saved_wstrb : '0;
  assign m_wvalid = (state == DO_WRITE);
  assign m_rready = (state == WAIT_R);
  assign m_bready = (state == WAIT_B);
  always_ff @(posedge clk or negedge rst_n) begin
    if (!rst_n) begin
      state <= IDLE;
      saved_addr <= '0;
      saved_wdata <= '0;
      saved_wstrb <= '0;
      saved_is_write <= 0;
    end else begin
      case (state)
        IDLE: begin
          resp_valid <= 0;
          if (req_valid) begin
            saved_addr <= req_addr;
            saved_wdata <= req_wdata;
            saved_wstrb <= req_wstrb;
            saved_is_write <= req_is_write;
            if (req_is_write) state <= DO_WRITE;
            else state <= DO_READ;
          end
        end
        DO_READ: begin
          if (m_arready) begin
            state <= WAIT_R;
          end
        end
        WAIT_R: begin
          if (m_rvalid) begin
            resp_rdata <= m_rdata;
            resp_valid <= 1;
            if (resp_ready) begin
              resp_valid <= 0;
              state <= IDLE;
            end
          end
        end
        DO_WRITE: begin
          if (m_awready && m_wready) begin
            state <= WAIT_B;
          end
        end
        WAIT_B: begin
          if (m_bvalid) begin
            state <= IDLE;
          end
        end
        default: state <= IDLE;
      endcase
    end
  end
endmodule
==> flow_results.org <==
#+TITLE: Synthesis and PnR summary

** Status
- The flow ran to the end, and the final reports show no timing, DRC or antenna violations.

** Detailed routing
- Per the detail_route report, routed wire per instance is 17.2 microns.
- Sum of routed wire length over all layers :: 15,300 microns
- First-pass detailed-route iteration total :: 4
- Via-per-instance ratio :: 3.63
- Antenna viol nets, final :: 0
- Detailed routing inserted a total of 3,245 vias.
- For this block, the initial DRC count from the detailed router was 107.
- DRC :: 0

** CTS
- Clock tree from TritonCTS :: built
- CTS Buf Count :: 9
- Per the skew report, the later register of the worst-skew pair sees a clock latency of 0.35 ns.
- Looking at the clock tree report, the maximum root-to-sink buffer count equals 2.
- The number of gates resized after CTS was 0.
- Post-CTS setup repair buffer count :: 0
- The post-CTS hold buffer count recorded in the log is 0.
- Clock Tree Root :: sky130_fd_sc_hd__clkbuf_16
- In this run the number of H-tree levels came out at 3.
- Clock tree sinks :: 106
- Clock-pin slew was measured on the worst setup and hold paths at 0.09 ns.

** Critical path
- Data on the critical path is required at its endpoint by 2.56 ns.
- Worst R2R Setup Slack :: 1.71 ns
- Looking at the reg2reg group, the worst path ends at saved_wstrb[2].
- CP Data Arrival Time :: 1.98 ns
- Worst setup path class :: reg2out
- Reg-to-reg critical path startpoint :: state[0]
- According to the timing report, the critical path is captured at m_wdata[27].
- STA classifies the critical path startpoint as a flip-flop.
- Of all nets on the critical path, the largest fanout is 42.
- Beginning of the critical path :: state[4]
- Depth of the worst register-to-register path :: 3
- CP Capture Type :: primary output

** Placement
- Post-detailed-placement half-perimeter wirelength :: 12,000 microns
- As logged by OpenROAD, the buffers inserted on ports number 248.
- Placer's final routability congestion estimate :: 0.771
- Worst slack, placed :: 0.917 ns

** Floorplanning
- Before placement the cells fill 17.5% of the core.
- Die x size :: 181 microns
- The floorplan step defined a core boundary enclosing 0.0253 sq mm.
- From bottom edge to top edge, the die measures 181 microns.
- The floorplan has 58 rows.
- I/O pins :: 249
- Die area :: 0.0328 sq mm

** STA
- After layout, the worst path uses 81.7% of the clock period.
- Setup-violating endpoint count in the final report :: 0
- Setup TNS after final layout :: 0 ns
- Final Max-Slew Violation Tally :: 0
- Headroom to the max-slew limit :: 54.1%
- Static timing analysis puts the maximum clock frequency at 382 MHz.
- Setup repair after global routing left no endpoint under its margin.
- Transition at the pin with the smallest max-transition slack :: 0.688 ns
- Counting I/O delays and the setup requirement, the final critical path takes 2.62 ns.
- Setup slack of the critical path after layout :: 0.584 ns
- Post-Route Skew :: 0.00861 ns
- Final Hold Violating Endpoints :: 0
- Worst slack on hold paths :: 0.181 ns

** Layout
- Most common logic cell in the routed design :: sky130_fd_sc_hd__clkdlybuf4s50_1
- Fraction of final layout cells with drive strength greater than 1 :: 16.7%
- The most common logic cells in the final layout are 247 x sky130_fd_sc_hd__clkdlybuf4s50_1, 100 x sky130_fd_sc_hd__and2_1, 71 x sky130_fd_sc_hd__dfrtp_1, 59 x sky130_fd_sc_hd__mux2_2, 33 x sky130_fd_sc_hd__edfxtp_1.
- Per the layout report, the design carries 2,574 filler cells.
- Area growth syn-to-layout :: 71.8%
- Final standard cell utilization of the core :: 30.1%

** GRT
- Entering global routing, the biggest net connects 51 pins.
- Antenna violations before repair :: 1
- The first global-routing pass estimated 22,900 microns of wire.
- Vias in the first global route :: 3,448
- Overall routing resource usage recorded by global route was 9.13%.
- Per the GRT congestion report, total overflow comes to 0.

** Run
- Tally of OpenROAD warnings :: 25
- Max_cap viols :: 0

** Power and ir drop
- The design draws 4.54 mW.
- PD cells :: 595 mW/mm^2
- Worst IR drop on VDD :: 0.000309 V
- Per the OpenROAD power report, leakage power amounts to 2.98 nW.

** Synth
- Synthesis produced a netlist whose cell count is 310.
- Portion of synthesized cell area occupied by the leading cell type :: 40.6%
- Sorting the Yosys area breakdown by cell type puts at the top sky130_fd_sc_hd__dfrtp_1.
- # Cells Yosys :: 310
- Count of cell types in the netlist :: 22
- Ranked by total cell area, the synthesized netlist is headed by sky130_fd_sc_hd__dfrtp_1 41%, sky130_fd_sc_hd__edfxtp_1 22%, sky130_fd_sc_hd__mux2_2 15%.
- Chip Area, Yosys :: 0.00444 sq mm
- Sequential elements use 63.5% of the synthesized area.
- Avg Inst Size Synth :: 14.3 sq um
- Yosys reg bits :: 106
- In this run the cell area of the synthesized design comes to 0.00444 sq mm.
- For this run, the number of Yosys warnings is 1.

** Hold path
- The path class of the tightest hold or removal check is in2async.
layer usage:
layer,vias to the layer above,share of wire (%),GRT usage [%]
met3,10,10,3.93
li1,1539,-,-
met5,-,0,0
met4,0,1.2,0.911
met1,1552,39,10.9
met2,144,50,15.6
kinds of logic (layout without fill, tap and decap cells):
family	Yosys count	in the layout	share of synthesized area, %
AND/OR/NAND/NOR	111	111	15.4
multiplexers	69	69	18.2
AND-OR/OR-AND	4	4	0.676
other	0	1	0
buffers and inverters	20	272	2.25
flip-flops	106	106	63.5
where the power goes:
group	internal, mW	leakage [nW]	switching, mW	total (mW)
sequential	1.86	1.18	0.314	2.18
combinational	0.896	1.65	0.307	1.20
clock	0.564	0.151	0.598	1.16
worst min-delay path by stage:
stage,depth (start not counted),from,endpoint
after CTS,1,rst_n,saved_addr[12]
after global routing,1,rst_n,saved_addr[12]
final,1,rst_n,saved_addr[12]
per-stage QoR:
stage / cell area (sq um) / cells
after CTS: 7630 / 892
after global routing: 7630 / 892
after global placement: 7320 / 876
final: 7630 / 893
after floorplan: 4440 / 310
after detailed placement: 7320 / 876
area by class of cell:
cell class / count / area (sq um) / share of cell area [%]
antenna: 1 / 2.50 / 0.0328
tap: 330 / 413 / 5.41
multi-input combinational: 184 / 1530 / 20.0
timing repair buffer: 254 / 2550 / 33.4
clock buffer: 9 / 225 / 2.95
inverter: 2 / 7.51 / 0.0984
clock inverter: 7 / 83.8 / 1.10
sequential: 106 / 2820 / 37.0
critical path, cell delays in order (launching register included):
cell and delay, ns:
sky130_fd_sc_hd__dfrtp_2 0.70, sky130_fd_sc_hd__buf_12 0.26, sky130_fd_sc_hd__and2_1 0.17, sky130_fd_sc_hd__clkdlybuf4s50_1 0.48
sequential cells by signal, summed over array words and instances (netlist names):
name         cells
resp_rdata      32
saved_addr      32
saved_wdata     32
state            5
saved_wstrb      4
resp_valid       1
cells in the mapped netlist (all sizes together):
library cell and number:
mux2i 1, a32o 1, nand3 3, and3 1, clkbuf 10, o22ai 1
a22o 1, nand2b 1, dfrtp 72, buf 8, edfxtp 33, o21ai 1
dfstp 1, inv 2, mux2 68, and2 100, nor2b 2, nand2 4
Power is estimated from default activity; no workload was simulated.

==> flow/design.v <==
package cpu_defs_pkg;
  typedef logic [31:0] instr_t;
  typedef logic [31:0] data_t;
  typedef logic [31:0] addr_t;
  localparam logic [3:0] OP_NOP   = 4'h0;
  localparam logic [3:0] OP_ADD   = 4'h1;  
  localparam logic [3:0] OP_ADDI  = 4'h2;  
  localparam logic [3:0] OP_LOAD  = 4'h3;  
  localparam logic [3:0] OP_STORE = 4'h4;  
  localparam logic [3:0] OP_HALT  = 4'hF;  
endpackage : cpu_defs_pkg
package cache_config_pkg;
  parameter int ADDR_WIDTH = 32;
  parameter int DATA_WIDTH = 32;
  parameter int LINE_WORDS = 1;  
  parameter int NUM_SETS = 64;
  parameter int ASSOC = 4;  
endpackage : cache_config_pkg
`timescale 1ns/1ps
module regfile (
  input  logic           clk,
  input  logic           rst_n,
  input  logic           we,
  input  logic [3:0]     waddr,
  input  logic [31:0]    wdata,
  input  logic [3:0]     raddr1,
  input  logic [3:0]     raddr2,
  output logic [31:0]    rdata1,
  output logic [31:0]    rdata2
);
  logic [31:0] regs [0:15];
  always_ff @(posedge clk or negedge rst_n) begin
    if (!rst_n) begin
      integer i;
      for (i=0;i<16;i=i+1) regs[i] <= 32'd0;
    end else begin
      if (we && waddr != 4'd0) begin
        regs[waddr] <= wdata;
      end
    end
  end
  assign rdata1 = regs[raddr1];
  assign rdata2 = regs[raddr2];
endmodule
==> flow/run.sh <==
#!/bin/bash
# OpenROAD 26Q1-2900-gdf79404cd8, Yosys 0.63+post, stock flow scripts
make -C /OpenROAD-flow-scripts/flow DESIGN_CONFIG=/design/flow/config.mk WORK_HOME=/design/flow/orfs finish
==> flow/config.mk <==
export PLATFORM = sky130hd
export DESIGN_NAME = regfile
export DESIGN_NICKNAME = regfile
export VERILOG_FILES = /design/flow/design.v
export SDC_FILE = /design/flow/constraint.sdc
export NUM_CORES = 4
export LEC_CHECK = 1
export CORE_UTILIZATION = 40
==> flow/constraint.sdc <==
current_design regfile

set clk_period 8.4
set clk_io_pct 0.2

create_clock -name clk0 -period $clk_period [get_ports {clk}]

set non_clock_inputs [all_inputs -no_clocks]
set_input_delay [expr $clk_period * $clk_io_pct] -clock clk0 $non_clock_inputs
set_output_delay [expr $clk_period * $clk_io_pct] -clock clk0 [all_outputs]
==> metrics.yaml <==
detailed_routing:
  wire_per_inst_um: 31.9
  drc: 0
  wl_mm: 102
  vias_per_cell: 6.71
  postRouteAntennaNets: 0
  number_of_vias_in_the_routed_layout: 21400
  dr.pass1.iters: 9
  detail_route.iter0.violations: 2710
clock_network:
  cts.repair.resized: 0
  postCtsHoldBufs: 0
  h-tree-depth: 2
  numClockSinks: 512
  worst_setup_hold_path_clk_slew_ps: 60
  cts_tree: "built"
  tritoncts.num_buffers: 55
  cts_root_buffer: "clkbuf_16"
  clkLatencyLatePin_ps: 610
  clock_tree_buf_depth: 3
  post-cts-setup-buffers: 0
place:
  dpl_worst_slack_ps: 1910
  placed_area_sq_um: 28800
  place.detailed.hpwl_mm: 59.5
  routabilityCongestion: 0.971
  port-buffer-count: 110
  placed_cells: 3082
finish:
  final_cell_area_sq_um: 30600
  largest-register: "regs"
  stdcell_count: 3186
  layout.core_utilization_pct: 46.2
  largest_register_ff_count: 512
  drive_gt1_share_pct: 31.2
  filler_cell_count: 5884
  biggestRegsByFlops: "regs x512"
  layout-area-overhead-vs-synth_pct: 13.3
floorplanning:
  coreArea_sq_um: 66300
  initial_utilization_pct: 40.8
  design.portCount: 111
  die_x_um: 262
  rows: 94
  die_height_um: 262
  chip_footprint_sq_um: 68700
power_and_ir_drop:
  power_density_nw_per_um2: 244
  design_power_total_mw: 7.47
  p_int_mw: 5.29
  power_leakage_nw: 12.7
  flop_pwr_share_pct: 46.4
  power_frac_comb_pct: 20.4
  sw_frac_of_total_pct: 29.2
  power.share.clock_pct: 33.2
  power_switching_mw: 2.18
  ir_drop_mv: 0.166
critical_path:
  reg2regPathDepth: 1
  regToRegStartpoint: "regs[15][25]$_DFFE_PN0P_"
  worst_setup_path_start_kind: "primary input"
  cp_max_fo: 45
  worst-endpoint-arrival_ps: 4900
  worst-endpoint-required_ps: 6720
  crit-reg2reg-capture: "regs[15][25]$_DFFE_PN0P_"
  reg2reg_setup_slack_ps: 7570
  crit_type: "in2out"
  cp_capture_type: "primary output"
synthesis:
  synth_async_sr_flop_share_pct: 100
  synth.area.top_cells: "dfrtp_1 47%, mux2_2 19%, a22oi_1 3.7%"
  synth_largest_type_area_fraction_pct: 47.4
  syn_avg_cell_area_sq_um: 11.8
  synth_cell_types: 61
  syn-cell-area_sq_um: 27100
  synth-edff-count: 0
  synth-seq-cells: 512
  ys_warn_count: 2
  synth_cells: 2296
  synth.largest_area_cell: "dfrtp_1"
  synth.yosys.seq_area_share_pct: 47.4
  ys_chip_area_sq_um: 27100
  ys_cells: 2296
  ys_dominant_reg_cell: "dfrtp_1"
min_path:
  hp-class: "reg2reg"
  min_delay_path_depth: 0
  worstHoldStart: "regs[0][24]$_DFFE_PN0P_"
  whs_endpoint: "regs[0][24]$_DFFE_PN0P_"
final_timing:
  postLayoutSetupSlackWorst_ps: 1820
  setup-violations-final: 0
  whs_ps: 402
  max_slew_margin_pct: 29.8
  finalCriticalPeriod_ps: 6580
  report.final.hold_viol_count: 0
  fin_tns_setup_ps: 0
  finClkSkew_ps: 0
  fmaxAchievable_mhz: 152
  final_min_period_over_clock_period_pct: 78.3
  worstMarginPinSlew_ps: 1050
  slew_limit_fails: 0
  rsz0062_at_grt: "no"
global_routing:
  most_used_routing_layer: "met2"
  grt_first_pass_wirelength_mm: 148
  pin_count_of_the_biggest_net_entering_global_routing: 118
  met1_usage_pct: 41.9
  global_route.usage.met3_pct: 14.2
  antenna_found_initial: 2
  globalRoute.totalOverflow: 0
  first_global_vias: 21600
  globalRouteMet2Util_pct: 44.0
  grtUsageTotal_pct: 31.1
run:
  openroad.warnings: 27
  maxCapViolations: 0
outcome:
  status: "completed"
## worst max-delay path, stage by stage
cell and delay (ps):
buf_4 340, buf_4 570, nor2b_1 550, buf_4 320
nand3_1 100, o311ai_0 150, o21ai_0 180, a31oi_1 430
clkdlybuf4s50_1 550
## cell type report
type                    instances  area [sq um]  area share [%]
diodes                          1          2.50         0.00817
inverters                       5          18.8          0.0613
well taps                     864          1080            3.53
clock buffers                  78          1620            5.30
flip-flops and latches        512         12800            41.8
repair buffers                197          1760            5.73
multi-input cells            1504         13100            42.8
clock inverters                25           216           0.706
## cell usage after synthesis (23+ instances only)
library cell and count:
o2bb2ai_1 25, a22oi_1 133, o211ai_1 42, clkbuf_1 144, o21ai_0 44, nor2_1 72, o22ai_1 52, a222oi_1 43
mux2i_1 69, a22o_1 102, nand2_1 77, buf_2 109, a21oi_1 49, a31oi_1 33, mux4_2 23, and3_1 27
o21a_1 41, mux2_2 468, dfrtp_1 512
## power by group through the flow
| stage | logic [mW] | clock network (mW) | registers [mW] |
|---|---|---|---|
| 4_1_cts | 1.52 | 2.51 | 3.45 |
| 5_1_grt | 1.64 | 2.60 | 3.53 |
| 6_report | 1.53 | 2.48 | 3.46 |
## routing by layer
| layer | wire length (um) | share of wire [%] |
|---|---|---|
| met1 | 38500 | 38 |
| met2 | 43600 | 43 |
| met3 | 13400 | 13 |
| met4 | 6080 | 6.0 |
| met5 | 142 | 0.14 |
## how the worst max path moves through the flow
stage / start / end / cells after the start
6_report: raddr1[0] / rdata1[29] / 9
5_1_grt: raddr1[0] / rdata1[29] / 9
4_1_cts: raddr1[0] / rdata1[29] / 9
## kinds of logic (layout without fill, tap and decap cells)
logic type	after synthesis	count (layout)	share of synthesized area, %
buffers and inverters	280	305	4.64
other	0	1	0
AND/OR/NAND/NOR	275	275	4.96
flip-flops	512	512	47.4
multiplexers	580	580	24.8
AND-OR/OR-AND	649	649	18.3
## placed cells by master, fill, tap and decap left out, drive strengths merged, types with 21 or more instances in the layout
master,Yosys,routed
mux4,23,23
a31oi,33,33
o21a,41,41
nand3,22,22
a22oi,133,133
dfrtp,512,512
mux2,488,488
clkdlybuf4s50,0,101
nor2,74,74
o22ai,52,52
a222oi,43,43
a221o,22,22
o211ai,42,42
a21oi,49,49
and3,27,27
nor2b,24,24
nand2,77,77
mux2i,69,69
a22o,102,102
o21ai,44,44
buf,131,96
clkbuf,144,78
o2bb2ai,25,25
o22a,21,21
Power figures rest on the tool's default switching activity, not on a simulated workload.
